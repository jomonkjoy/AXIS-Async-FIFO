[design.v]
module axis_fifo #(
    parameter DATA_WIDTH = 8,
    parameter ADDR_DEPTH = 4
) (
    input  wire                    s_aclk,
    input  wire                    s_areset_n,
    input  wire [DATA_WIDTH-1:0]   s_tdata,
    input  wire [DATA_WIDTH/8-1:0] s_tkeep,
    input  wire                    s_tvalid,
    output wire                    s_tready,
    input  wire                    s_tlast,
    input  wire                    m_aclk,
    input  wire                    m_areset_n,
    output wire [DATA_WIDTH-1:0]   m_tdata,
    output wire [DATA_WIDTH/8-1:0] m_tkeep,
    output wire                    m_tvalid,
    input  wire                    m_tready,
    output wire                    m_tlast
);
wire [DATA_WIDTH+DATA_WIDTH/8+1-1:0] m_tdata_int;
wire s_full;
wire m_empty;
fifo #(
    .DSIZE  ( DATA_WIDTH ) ,
    .ASIZE  ( ADDR_DEPTH )
) fifo (
    .wfull  ( s_full ) ,
    .wdata  ( {s_tlast, s_tkeep, s_tdata} ) ,
    .winc   ( s_tvalid & s_tready ) , 
    .wclk   ( s_aclk ) , 
    .wrst_n ( s_areset_n ) ,
    .rempty ( m_empty ) ,
    .rdata  ( m_tdata_int ) ,
    .rinc   ( m_tvalid & m_tready ) , 
    .rclk   ( m_aclk ) , 
    .rrst_n ( m_areset_n )
);
assign s_tready = ~s_full; 
assign m_tvalid = ~m_empty;
assign m_tdata  = m_tdata_int[DATA_WIDTH-1:0];
assign m_tkeep  = m_tdata_int[DATA_WIDTH+DATA_WIDTH/8-1:DATA_WIDTH];
assign m_tlast  = m_tdata_int[DATA_WIDTH+DATA_WIDTH/8];
endmodule
module fifo #(
    parameter DSIZE = 8,
    parameter ASIZE = 4
) (
    output [DSIZE-1:0] rdata,
    output             wfull,
    output             rempty,
    input  [DSIZE-1:0] wdata,
    input              winc, wclk, wrst_n,
    input              rinc, rclk, rrst_n
);
wire   [ASIZE-1:0] waddr, raddr;
wire   [ASIZE:0]   wptr, rptr, wq2_rptr, rq2_wptr;
sync_r2w sync_r2w ( .wq2_rptr(wq2_rptr), .rptr(rptr),
    .wclk(wclk), .wrst_n(wrst_n) );
sync_w2r sync_w2r ( .rq2_wptr(rq2_wptr), .wptr(wptr),
    .rclk(rclk), .rrst_n(rrst_n) );
fifomem #(DSIZE, ASIZE) fifomem (
    .rdata(rdata), .wdata(wdata), .waddr(waddr), 
    .raddr(raddr), .wclken(winc), .wfull(wfull),
    .wclk(wclk) );
rptr_empty #(ASIZE) rptr_empty (
    .rempty(rempty), .raddr(raddr), .rptr(rptr), 
    .rq2_wptr(rq2_wptr), .rinc(rinc), .rclk(rclk), 
    .rrst_n(rrst_n) );
wptr_full #(ASIZE) wptr_full (
    .wfull(wfull), .waddr(waddr), .wptr(wptr), 
    .wq2_rptr(wq2_rptr), .winc(winc),  .wclk(wclk),
    .wrst_n(wrst_n) );
endmodule
module fifomem #(
    parameter  DATASIZE = 8,
    parameter  ADDRSIZE = 4
) (
    output [DATASIZE-1:0] rdata,
    input  [DATASIZE-1:0] wdata,
    input  [ADDRSIZE-1:0] waddr, raddr,
    input                 wclken, wfull, wclk
);
    localparam DEPTH = 1<<ADDRSIZE;
    reg [DATASIZE-1:0] mem [0:DEPTH-1];
    assign rdata = mem[raddr];
    always @(posedge wclk) begin
        if (wclken && !wfull) begin
            mem[waddr] <= wdata;
        end
    end
endmodule
module sync_r2w #( parameter ADDRSIZE = 4 ) (
    output reg [ADDRSIZE:0] wq2_rptr,
    input      [ADDRSIZE:0] rptr,
    input                   wclk, wrst_n
);
reg [ADDRSIZE:0] wq1_rptr;
always @(posedge wclk or negedge wrst_n) begin
    if (!wrst_n) begin
        {wq2_rptr,wq1_rptr} <= 0;
    end else begin
        {wq2_rptr,wq1_rptr} <= {wq1_rptr,rptr};
    end
end
endmodule
module sync_w2r #( parameter ADDRSIZE = 4 ) (
    output reg [ADDRSIZE:0] rq2_wptr,
    input      [ADDRSIZE:0] wptr,
    input                   rclk, rrst_n
);
reg [ADDRSIZE:0] rq1_wptr;
always @(posedge rclk or negedge rrst_n) begin
    if (!rrst_n) begin
        {rq2_wptr,rq1_wptr} <= 0;
    end else begin
        {rq2_wptr,rq1_wptr} <= {rq1_wptr,wptr};
    end
end
endmodule
module rptr_empty #( parameter ADDRSIZE = 4 ) (
    output reg                rempty,
    output     [ADDRSIZE-1:0] raddr,
    output reg [ADDRSIZE  :0] rptr,
    input      [ADDRSIZE  :0] rq2_wptr,
    input                     rinc, rclk, rrst_n
);
reg  [ADDRSIZE:0] rbin;
wire [ADDRSIZE:0] rgraynext, rbinnext;
always @(posedge rclk or negedge rrst_n) begin
    if (!rrst_n) begin
        {rbin, rptr} <= 0;
    end else begin
        {rbin, rptr} <= {rbinnext, rgraynext};
    end
end
assign raddr     = rbin[ADDRSIZE-1:0];
assign rbinnext  = rbin + (rinc & ~rempty);
assign rgraynext = (rbinnext>>1) ^ rbinnext;
assign rempty_val = (rgraynext == rq2_wptr);
always @(posedge rclk or negedge rrst_n) begin
    if (!rrst_n) begin
        rempty <= 1'b1;
    end else begin        
        rempty <= rempty_val;
    end
end
endmodule
module wptr_full  #( parameter ADDRSIZE = 4 ) (
    output reg                wfull,
    output     [ADDRSIZE-1:0] waddr,
    output reg [ADDRSIZE  :0] wptr,
    input      [ADDRSIZE  :0] wq2_rptr,
    input                     winc, wclk, wrst_n
);
reg  [ADDRSIZE:0] wbin;
wire [ADDRSIZE:0] wgraynext, wbinnext;
always @(posedge wclk or negedge wrst_n) begin
    if (!wrst_n) begin
        {wbin, wptr} <= 0;
    end else begin
        {wbin, wptr} <= {wbinnext, wgraynext};
    end
end
assign waddr = wbin[ADDRSIZE-1:0];
assign wbinnext  = wbin + (winc & ~wfull);
assign wgraynext = (wbinnext>>1) ^ wbinnext;
assign wfull_val = (wgraynext=={~wq2_rptr[ADDRSIZE:ADDRSIZE-1], wq2_rptr[ADDRSIZE-2:0]});
always @(posedge wclk or negedge wrst_n) begin
    if (!wrst_n) begin 
        wfull  <= 1'b0;
    end else begin
        wfull  <= wfull_val;
    end
end
endmodule
[run.sh]
#!/bin/bash
# OpenROAD 26Q1-2900-gdf79404cd8, Yosys 0.63+post, stock flow scripts
make -C /OpenROAD-flow-scripts/flow DESIGN_CONFIG=/design/flow/config.mk WORK_HOME=/design/flow/orfs finish
[config.mk]
export PLATFORM = sky130hd
export DESIGN_NAME = axis_fifo
export DESIGN_NICKNAME = axis_fifo
export VERILOG_FILES = /design/flow/design.v
export SDC_FILE = /design/flow/constraint.sdc
export NUM_CORES = 4
export LEC_CHECK = 1
export CORE_UTILIZATION = 50
[constraint.sdc]
current_design axis_fifo

set clk_period 3.7
set clk_io_pct 0.2

create_clock -name clk0 -period $clk_period [get_ports {m_aclk}]
create_clock -name clk1 -period $clk_period [get_ports {s_aclk}]

set non_clock_inputs [all_inputs -no_clocks]
set_input_delay [expr $clk_period * $clk_io_pct] -clock clk0 $non_clock_inputs
set_output_delay [expr $clk_period * $clk_io_pct] -clock clk0 [all_outputs]
==> impl_metrics.env <==
# flow metrics
export IMPL_tool_warnings=29
export IMPL_cts_sinks=168
export IMPL_power_frac_comb_pct=29.3
export IMPL_drive_above_1_share_pct=25.3
export IMPL_outcome="complete, no violations"
export IMPL_netSwitchingPower_uw=1840
export IMPL_portBuffers=22
export IMPL_seqPwrFrac_pct=40.5
export IMPL_vias_per_cell=5.40
export IMPL_synth_area_per_cell_um2=19.9
export IMPL_yosys_warnings=9
export IMPL_grt_pass1_wl_um=18500
export IMPL_synthCells=330
export IMPL_io_pins=28
export IMPL_holdPathStages=0
export IMPL_yosys_top_cells_count="edfxtp_1 (128), mux4_2 (40), dfrtp_1 (39)"
export IMPL_setup_viol=0
export IMPL_num_antenna_cells=0
export IMPL_crit_path_end_kind="primary output"
export IMPL_worst_pin_slew_ns=0.747
export IMPL_first_pass_iters=4
export IMPL_worstHoldEndpoint="fifo.sync_r2w.wq1_rptr[0]$_DFF_PN0_"
export IMPL_relSlewSlack_pct=50.2
export IMPL_drc_errors=0
export IMPL_placementRows=41
export IMPL_hold_viol_final=0
export IMPL_reg2reg_from="fifo.rptr_empty.rbin[0]$_DFF_PN0_"
export IMPL_rsz0062_at_grt="false"
export IMPL_ant_nets=0
export IMPL_clkTransAtPathRegs_ns=0.06
export IMPL_yosysSeqAreaShare_pct=73.9
export IMPL_ys_area_um2=6560
export IMPL_maxSlewViolCount=0
export IMPL_ys_flop_type="edfxtp_1"
export IMPL_p_leak_uw=0.00273
export IMPL_synth_area_um2=6560
export IMPL_comb_area_um2=1600
export IMPL_most_common_cell="edfxtp_1"
export IMPL_peakVddDrop_mv=0.324
export IMPL_pwr_share_clk_pct=30.2
export IMPL_edf_count=128
export IMPL_placed_area_um2=7100
export IMPL_grt_pass1_vias=3302
export IMPL_final_cell_area_um2=7790
export IMPL_gp_congestion=0.800
export IMPL_synth_cell_types=36
export IMPL_track_usage_pct=21.6
export IMPL_post_dp_hpwl_um=7410
export IMPL_grt_max_degree=34
export IMPL_post_cts_buffers=0
export IMPL_drt_wl_total_um=11900
export IMPL_r2r_worst_path_cells=8
export IMPL_num_vias=3063
export IMPL_synthTopCellsByArea="edfxtp_1 (59%), dfrtp_1 (15%), mux4_2 (14%)"
export IMPL_fp_util_pct=51.5
export IMPL_coreArea_um2=12700
export IMPL_p_int_uw=4730
export IMPL_die_x_um=117
export IMPL_power_density_nw_per_um2=843
export IMPL_fin_skew_ns=0.00650
export IMPL_yosys_area_top_type_share_pct=58.6
export IMPL_wl_per_cell_um=20.9
export IMPL_syn_to_final_growth_pct=18.9
export IMPL_drt_initial_drc_count=202
export IMPL_hold_path_class="reg2reg"
export IMPL_antenna_found_initial=0
export IMPL_arrival_ns=2.42
export IMPL_ctsResizeCount=0
export IMPL_grt_ovfl_total=0
export IMPL_max_cap_viol_count=0
export IMPL_r2r_end="fifo.rptr_empty.rempty$_DFF_PN1_"
export IMPL_cts_tree="done"
export IMPL_postCtsHoldBufs=0
export IMPL_flop_area_um2=4850
export IMPL_p_sw_share_pct=28.0
export IMPL_path_class="reg2out"
export IMPL_fin_tns_setup_ns=0
export IMPL_die_y_um=117
export IMPL_top_area_cell="edfxtp_1"
export IMPL_synth_flops=168
export IMPL_min_from="fifo.rptr_empty.rptr[0]$_DFF_PN0_"
export IMPL_critical_path_required_ns=2.96
export IMPL_crit_fanout=33
export IMPL_start_kind="flip-flop"
export IMPL_r2r_slack_ns=1.20
export IMPL_die_area_um2=13600
export IMPL_yosysCellCount=330
export IMPL_async_reset_ff_share_pct=23.8
export IMPL_fillCellCount=920
[cells in the final DEF (no fill, tap or decap), types with 6 or more instances in the layout]
cell / instances
a21oi_1: 6
buf_4: 20
clkbuf_16: 20
clkdlybuf4s50_1: 22
dfrtp_1: 38
edfxtp_1: 128
inv_1: 6
mux4_2: 40
nand2_1: 6
nand3_1: 7
nor2_1: 15
nor3_1: 7
xnor2_1: 10
xor2_1: 13
[state kept, by name, summed over array words and instances (netlist names)]
register                cells
fifo.wptr_full.wptr         5
fifo.rptr_empty.rptr        5
fifo.sync_r2w.wq1_rptr      5
fifo.sync_w2r.rq1_wptr      5
fifo.rptr_empty.rempty      1
fifo.sync_r2w.wq2_rptr      5
fifo.fifomem.mem          128
fifo.rptr_empty.rbin        4
fifo.sync_w2r.rq2_wptr      5
fifo.wptr_full.wbin         4
fifo.wptr_full.wfull        1
[layer usage]
metal,GRT usage [%],vias up,part of all wire (%)
met5,0.741,-,0
met4,3.25,0,2.0
met3,14.9,19,13
met2,27.0,158,42
met1,36.2,1487,43
li1,-,1399,-
[power groups by stage]
stage     Clock [uW]  Combinational (uW)  Sequential, uW
4_1_cts         2020                1960            2670
5_1_grt         2100                2110            2710
6_report        1980                1920            2660
[critical path: stages (launching register included)]
cell             delay (ns)
dfrtp_2                0.37
buf_12                 0.27
mux4_2                 0.60
mux4_2                 0.49
clkdlybuf4s50_1        0.41
[worst max path at each step]
stage | startpoint | endpoint | cells past startpoint
4_1_cts | fifo.rptr_empty.rbin[0]$_DFF_PN0_ | m_tdata[3] | 4
5_1_grt | fifo.rptr_empty.rbin[0]$_DFF_PN0_ | m_tdata[3] | 4
6_report | fifo.rptr_empty.rbin[0]$_DFF_PN0_ | m_tdata[3] | 4
[logic make-up after synthesis]
logic type | count (synthesis) | synth area share [%]
AND/OR/NAND/NOR | 52 | 4.08
adder cells (fa/ha/maj) | 5 | 0.954
multiplexers | 41 | 13.9
XOR/XNOR | 25 | 3.66
AND-OR/OR-AND | 16 | 1.72
buffers and inverters | 22 | 1.70
other | 1 | 0.0572
flip-flops | 168 | 73.9
[per-stage QoR]
step	utilization, %	hold WS (ns)	setup WS (ns)	power [uW]	cells
after floorplan	-	0.331	1.17	3970	331
after global placement	55.8	0.332	0.497	4630	532
after detailed placement	55.8	0.335	0.445	4630	532
after CTS	61.3	0.197	0.496	6640	567
after global routing	61.3	0.210	0.424	6920	567
final	61.3	0.210	0.538	6570	567
[cell type report]
type | instances | area share, %
Timing Repair Buffer | 44 | 5.26
Inverter | 7 | 0.337
Clock buffer | 21 | 6.47
Sequential cell | 168 | 62.2
Tap cell | 172 | 2.76
Clock inverter | 14 | 2.44
Multi-Input combinational cell | 141 | 20.5
No activity file was given, so power comes from the tool's default toggle rates.
